$ cat config.mk
export PLATFORM = sky130hd
export DESIGN_NAME = signExtend
export DESIGN_NICKNAME = signExtend
export VERILOG_FILES = /design/flow/design.v
export SDC_FILE = /design/flow/constraint.sdc
export NUM_CORES = 4
export LEC_CHECK = 1
export CORE_AREA = 10 10 84 84
export DIE_AREA = 0 0 94 94
$ cat constraint.sdc
current_design signExtend

set clk_period 7.2
set clk_io_pct 0.2

create_clock -name clk0 -period $clk_period

set non_clock_inputs [all_inputs -no_clocks]
set_input_delay [expr $clk_period * $clk_io_pct] -clock clk0 $non_clock_inputs
set_output_delay [expr $clk_period * $clk_io_pct] -clock clk0 [all_outputs]
$ cat design.v
`timescale 1ns / 1ps
module signExtend (
        input logic [31:0] x,
        output logic [63:0] y
);
        always @(*) begin
                if (  
                (x[31:22] == 10'b1001000100) ||  
                (x[31:22] == 10'b1001001000) ||  
                (x[31:22] == 10'b1011001000) ||  
                (x[31:22] == 10'b1101000100)     
                ) begin
                        y = {{52{x[21]}}, x[21:10]};
                end
                else if (  
                (x[31:26] == 6'b000101)
                ) begin
                  y = {{38{x[25]}}, x[25:0]};
                end
                else if (  
                (x[31:24] == 8'b10110100) ||  
                (x[31:24] == 8'b10110101)     
                ) begin
                        y = {{45{x[23]}}, x[23:5]};
                end
                else if (  
                (x[31:21] == 11'b11111000000) ||  
                (x[31:21] == 11'b11111000010)     
                ) begin
                        y = {{55{x[20]}}, x[20:12]};
                end
                else if (  
                (x[31:21] == 11'b11010011010) ||  
                (x[31:21] == 11'b11010011011)     
                ) begin
                        y = {{58{x[15]}}, x[15:10]};
                end
                else begin
                        y = 64'hDEAD_BEEF_DEAD_BEEF;
                end
        end
endmodule
$ cat run.sh
#!/bin/bash
# OpenROAD 26Q1-2900-gdf79404cd8, Yosys 0.63+post, stock flow scripts
make -C /OpenROAD-flow-scripts/flow DESIGN_CONFIG=/design/flow/config.mk WORK_HOME=/design/flow/orfs finish
==> qor.csv <==
metric,value,unit
status,finished clean,
gp_congestion,0.865,
placeable_core_region,5200,µm²
ctsHoldBuffers,0,
yosysUniqueCellTypes,36,
firstDrtPassIters,4,
rsz0062_at_grt,false,
finalSetupViolations,0,
yosysWarningCount,1,
chipHeight,94,µm
fin_crit,5600,ps
critPathMaxFanout,30,
worst_slew_pin_slew,602,ps
layout.cell_area.non_filler,1800,µm²
crit_chain,clkdlybuf4s50_1 > nand4bb_1 > or4_4 > nand4_2 > o211ai_1 > buf_4 > clkdlybuf4s50_1,
timing.critical_path.slowest_stage_cell,or4_4,
share_seq_of_total_power,0,%
max-cap-violations,0,
synth_chip_area,1060,µm²
worst_ep_arrival_time,4160,ps
die.size.x,94,µm
io_buffer_count,96,
internal-power,0.0292,mW
dpl_cell_area,1800,µm²
sw_frac_of_total,37.1,%
finalHoldViolations,0,
post-place-cells,284,
part_of_the_total_power_dissipated_in_combinational_logic,100.0,%
timing.slew.headroom,59.7,%
cp_data_required_time,5760,ps
power.leakage,0.596,nW
cellPowerDensity,25.7,nW/µm²
seq_area_frac_synth,0,%
drive_gt1_share,5.14,%
grt_overflow_total,0,
postCtsSetupBuffers,0,
pins_over_their_slew_limit,0,
floorplan.core_util,20.4,%
hold_class,input port to primary output,
instances_no_fill,284,
area_delta_synth_final,70.2,%
vias_per_cell,4.93,
drt_iter0_markers,118,
syn-mean-instance-area,6.58,µm²
fillers,567,
log.warning_count,32,
clock_power_share,0,%
post_synth_inst_count,161,
ios,96,
die_area,8840,µm²
yosys.area.top_type_share,26.9,%
crit_type,input port to primary output,
ys_top_cells_by_count,"38 x buf_4, 20 x nand2_1, 13 x nor2_1, 11 x o211ai_1",
grt_first_pass_wirelength,7710,µm
initial_antenna_violation_count,0,
detail_route.wl_per_cell,17.6,µm
netlist.top_cell.by_instances,buf_4,
largest_area_cell,buf_4,
switching_power,0.0172,mW
dp.final_hpwl,4120,µm
ir_drop,0.0000132,V
fin_crit_sh,77.8,%
topCellsByArea,"buf_4 27%, o211ai_1 7.8%, nand2_1 7.1%",
layout.clock_buffers,0,
placement_row_count,26,
start_kind,input port,
pin_count_of_the_biggest_net_entering_global_routing,31,
postLayoutCoreUtil,34.7,%
cts_repair_resize_count,0,
critical_path.max_stage_delay,660,ps
ff_latch_area,0,µm²
synth_stat.cells,161,
final_antenna_net_count,0,
timing.fmax,0.179,GHz
total_negative_slack_for_setup_checks,0,ps
finalWirelength,5000,µm
numSequentialCells,0,
detail_route.antenna_diodes,0,
setup.worst_path.end_class,primary output,
via_count_of_the_first_global_routing_pass,1442,
vias,1400,
grt_usage,10.5,%
synthesized_area,1060,µm²
path_common_cell,clkdlybuf4s50_1,
detail_route.drc_violations,0,
[layer usage]
layer / vias up / track usage, % / routed length (µm)
li1: 680 / - / -
met1: 630 / 12.9 / 1990
met2: 88 / 17.0 / 2180
met3: 2 / 4.68 / 810
met4: 0 / 1.39 / 21
met5: - / 0 / 0
[cell families (layout without fill, tap and decap cells)]
| group | Yosys count | after routing | share of synthesized area [%] |
|---|---|---|---|
| buf+inv | 48 | 101 | 31.5 |
| compound gates | 53 | 53 | 36.8 |
| simple gates | 60 | 60 | 31.6 |
[worst paths after layout]
path	start	end	slack, ps	cells after the start
worst max-delay path	x[23]	y[58]	1600	7
worst min-delay path	x[2]	y[2]	3940	4
[power groups by stage]
stage,sequential [mW],combinational [mW],clock [mW]
4_1_cts,0,0.0467,0
5_1_grt,0,0.0503,0
6_report,0,0.0464,0
[metrics by stage]
| step | setup WS [ps] | hold slack (ps) | total power, mW |
|---|---|---|---|
| global route | 1390 | 3990 | 0.0503 |
| finish | 1600 | 3940 | 0.0464 |
| CTS | 1650 | 3950 | 0.0467 |
| global placement | 1660 | 3940 | 0.0466 |
| floorplan | 2230 | 2950 | 0.0135 |
| detailed placement | 1650 | 3940 | 0.0464 |
[final cells by class]
cell class / count / area (µm²) / share of cell area (%)
timing repair buffer: 99 / 983 / 54.5
tap: 70 / 87.6 / 4.85
multi-input combinational: 113 / 726 / 40.2
inverter: 2 / 7.51 / 0.416
[placed cells by master (no fill, tap or decap)]
master,n
nand2b_1,2
o211ai_1,11
a2111o_1,1
or3b_2,1
a211oi_1,1
nand4b_1,1
nor2b_1,1
clkdlybuf4s50_1,96
a32oi_1,1
nor3_1,1
and4bb_2,3
a22oi_1,9
inv_1,2
o221a_4,1
a21oi_1,1
o221ai_1,1
o32ai_1,7
nand4_2,1
and2_0,1
nand2_1,20
a222oi_1,1
or3b_1,3
or2_2,1
o21ai_1,2
nor2_1,13
o21ai_0,9
a31oi_1,3
buf_4,3
nand4bb_1,2
nand3_1,7
o22ai_1,4
and3_1,2
or4_4,1
a211o_1,1
[critical path: cells and delay by family]
| kind | cells | cell delay (ps) |
|---|---|---|
| simple gates | 3 | 1410 |
| buf+inv | 3 | 1150 |
| compound gates | 1 | 140 |
Power figures rest on the tool's default switching activity, not on a simulated workload.
