File: ./run.sh
#!/bin/bash
# OpenROAD 26Q1-2900-gdf79404cd8, Yosys 0.63+post, stock flow scripts
make -C /OpenROAD-flow-scripts/flow DESIGN_CONFIG=/design/flow/config.mk WORK_HOME=/design/flow/orfs finish
File: ./config.mk
export PLATFORM = sky130hd
export DESIGN_NAME = mux64
export DESIGN_NICKNAME = mux64
export VERILOG_FILES = /design/flow/design.v
export SDC_FILE = /design/flow/constraint.sdc
export NUM_CORES = 4
export LEC_CHECK = 1
export CORE_AREA = 10 10 95 95
export DIE_AREA = 0 0 105 105
File: ./constraint.sdc
current_design mux64

set clk_period 1.0
set clk_io_pct 0.2

create_clock -name clk0 -period $clk_period

set non_clock_inputs [all_inputs -no_clocks]
set_input_delay [expr $clk_period * $clk_io_pct] -clock clk0 $non_clock_inputs
set_output_delay [expr $clk_period * $clk_io_pct] -clock clk0 [all_outputs]
File: ./design.v
`timescale 1ns / 1ps
module mux64 ( 
        input logic sel,
        input logic [63:0] a,
        input logic [63:0] b,
        output logic [63:0] y
);
always_comb begin
        y = sel ? a : b;
end
endmodule
==> job_summary.md <==
## Implementation flow summary

| Metric | Value |
|---|---|
| RSZ-0062 raised after global routing | true |
| DR DRC count | 0 |
| Routed wire per std cell | 18.9 µm |
| Cell Rows | 30 |
| Pleak | 1.71 nW |
| Maximum VDD drop | about 0.00019 V |
| Vias per cell | 3.75 |
| Final hold vios | 0 |
| Dominant logic cell type in the layout | dlygate4sd2_1 |
| Fin crit period | between 1 and 1.5 ns |
| Largest net degree at the start of global routing | 15 |
| Share of layout cells above drive strength 1 | between 50% and 60% |
| Routability cong. | between 0.7 and 0.8 |
| Total power | between 1 and 1.5 mW |
| Syn-to-layout area delta | 195% |
| Crit end category | output port |
| Core area | 0.00691 mm² |
| Chip area | roughly 0.011 mm² |
| Vias in the first global route | between 1500 and 2000 |
| Post-synthesis cell area | 0.00108 mm² |
| Post-route ant nets | 0 |
| Slew at the pin with the worst max-slew slack | around 0.098 ns |
| Cells after synthesis | approximately 71 |
| Top cells, area | mux2_4 (84%), buf_12 (11%), mux2_2 (4.2%) |
| Global-route wire length before repair | ~10 mm |
| I/O Buffers | 193 |
| Hold Worst Slack | 0.706 ns |
| Horiz. Die Dim | roughly 110 µm |
| Placed cell count | 357 |
| Post-CTS Hold Buffers | 0 |
| Endpoints failing setup | 64 |
| DP HPWL | slightly below 6 mm |
| Fmax | 0.837 GHz |
| Vias | 1376 |
| Finished Core Util | between 40% and 50% |
| Inserted Diodes | 0 |
| First drt pass iteration count | 4 |
| FF/Latch Area | 0 µm² |
| Area reported by Yosys stat | approximately 0.0011 mm² |
| OpenROAD warnings | 34 |
| CP Data Required Time | around 0.8 ns |
| Rel. slew slack | between 90% and 100% |
| Power Density | between 400 and 500 mW/mm² |
| CP arrival | between 0.9 and 1 ns |
| Failing checks | negative setup slack |
| Tally of yosys warning messages | 1 |
| Setup Slack @ Placement | -0.551 ns |
| Yosys cell count | slightly above 70 |
| Max-area cell share | around 84% |
| CP Class | in2out |
| Total gr overflow | 0 |
| DRT Wirelength | slightly below 7 mm |
| Synth unique cells | 4 |
| Final Max Tran Viols | 0 |
| Filler-free cell count of the finished design | between 300 and 400 |
| Syn avg cell area | about 15 µm² |
| Ports | 193 |
| Top cell type by total area after synthesis | mux2_4 |
| Most instantiated logic cells after routing | dlygate4sd2_1 (122), mux2_4 (64), buf_6 (51) |
| Outcome | finished with violations |
| CP Max Fanout | 6 |
| Die H | approximately 110 µm |
| Worst setup SP type | input pin |
| Initial antenna violation count | 0 |
| Max cap viols | 0 |
| Clock buffer count in the final layout | 0 |
| Violation count after the first detailed-route iteration | 26 |
| Post-route clock period utilization | 119% |
| Fp_density | between 10% and 20% |
| Hold Path Class | in2out |
| Sequential share of the synthesized area | 0% |
| Final setup margin | -0.195 ns |
| Total global routing track utilization | between 10% and 20% |
| FFs & Latches | 0 |
-- synthesized netlist by cell type --
| library cell | number |
|---|---|
| mux2_2 | 4 |
| buf_6 | 1 |
| buf_12 | 6 |
| mux2_4 | 60 |
-- report_power, final --
| group | internal, mW | switching [mW] |
|---|---|---|
| combinational | 0.983 | 0.302 |
| clock | 0 | 0 |
| sequential | 0 | 0 |
| total | 0.983 | 0.302 |
-- stage by stage --
stage	instance area [µm²]	TNS [ns]
finish	3180	-6.09
global route	3180	-7.17
CTS	3070	-6.52
detailed placement	3050	-33.43
global placement	3050	-33.42
floorplan	1080	0
-- metal layers --
metal | global-route usage [%] | part of all wire, %
met5 | 0 | 0
met4 | 0 | 0
met3 | 4.47 | 9.4
met2 | 23.4 | 57
met1 | 11.2 | 33
-- cell families (layout without fill, tap and decap cells) --
family                 after synthesis  count (layout)  synth area share (%)
muxes                               64              64                  87.8
buffers and inverters                7             207                  12.2
-- timing repair --
| action | CTS | global route |
|---|---|---|
| endpoints found under the setup margin | 64 | 64 |
| gates cloned | 6 | 1 |
| gates resized | 383 | 14 |
| buffers inserted | 3 | 0 |
-- cell type report --
class / count / area [µm²]
tap: 96 / 120
fill: 709 / 3730
timing repair buffer: 207 / 2100
multi-input combinational: 64 / 961
-- critical path: stages --
cell    delay [ns]
buf_16        0.13
buf_16        0.14
buf_12        0.12
mux2_4        0.29
buf_6         0.11
-- path summary, 6_finish.rpt --
| kind | startpoint | slack [ns] | end | cells after the start |
|---|---|---|---|---|
| setup / recovery | sel | -0.19 | y[49] | 5 |
| hold / removal | b[62] | 0.71 | y[62] | 3 |
Power and IR drop assume default switching activity.
